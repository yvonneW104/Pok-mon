===== ./design.v =====
module mem(clk, write, address, data_in, data_out);
	input clk, write;
	input [7:0] address;
	input [7:0] data_in;
	output reg [7:0] data_out;
	reg [7:0] mem [2047:0];
	always @(posedge clk)
	begin
	if(write) begin
		mem[address] <= data_in;
		end
	else begin
		data_out <= mem[address];
		end
	end
endmodule 

===== ./run.sh =====
#!/bin/bash
# OpenROAD 26Q1-2900-gdf79404cd8, Yosys 0.63+post, stock flow scripts
make -C /OpenROAD-flow-scripts/flow DESIGN_CONFIG=/design/flow/config.mk WORK_HOME=/design/flow/orfs finish

===== ./config.mk =====
export PLATFORM = sky130hd
export DESIGN_NAME = mem
export DESIGN_NICKNAME = mem
export VERILOG_FILES = /design/flow/design.v
export SDC_FILE = /design/flow/constraint.sdc
export NUM_CORES = 4
export LEC_CHECK = 1
export CORE_UTILIZATION = 30
export SYNTH_MEMORY_MAX_BITS = 65536

===== ./constraint.sdc =====
current_design mem

set clk_period 10.1
set clk_io_pct 0.2

create_clock -name clk0 -period $clk_period [get_ports {clk}]

set non_clock_inputs [all_inputs -no_clocks]
set_input_delay [expr $clk_period * $clk_io_pct] -clock clk0 $non_clock_inputs
set_output_delay [expr $clk_period * $clk_io_pct] -clock clk0 [all_outputs]

==> impl_metrics.yaml <==
# synthesis and place-and-route metrics
critical_path:
  start_kind: "input pin"
  end_kind: "register"
  crit_required_ns: 10.68
  crit_arrival_ns: 6.67
  critPathMaxFanout: 89
  critical_path_class: "input pin to register"
cells_and_area:
  final_area_mm2: 0.0906
  drive_gt1_frac: 0.104
  area_delta_synth_final_pct: 13.9
  finalNonFillerCells: 8249
yosys:
  ys_types: 31
  postSynthSeqShare: 0.776
  yosysWarnings: 1
  topCellsByArea: "edfxtp_1 78%, mux2i_1 13%, o22ai_1 4.0%"
  common_cells: "2,056 x edfxtp_1, 1,010 x mux2i_1, 504 x o22ai_1"
  syn_area_mm2: 0.0795
  synth.avg_cell_area_um2: 18.0
  synthArstFlopShare: 0
  top_cell: "edfxtp_1"
  syn_inst: 4419
  top_area_cell: "edfxtp_1"
  ys_cells: 4419
  top_cell_area_share: 0.776
  flop_cell: "edfxtp_1"
  ys_ff: 2056
  ys_chip_area_mm2: 0.0795
  edf_count: 2056
sta:
  fmax_ghz: 0.164
  timing.setup.tns_ns: 0
  slew_violations: 0
  rsz0062_at_grt: "no"
  skew_ns: 0.0636
  hold_violations: 0
  period_used_share: 0.603
  period_needed_ns: 6.09
  worst_slack_ns: 4.01
  worstMarginPinSlew_ns: 1.16
  setup_viol: 0
  slew_headroom: 0.225
drt:
  drt_iter0_drc: 2741
  num_vias: 41076
  firstDrtPassIters: 5
  ant_nets: 0
  wl_per_cell_um: 25.2
  wirelength_mm: 208
  vias_per_cell: 4.98
  drc: 0
global_routing:
  grt_max_degree: 96
  grt.total_usage: 0.166
  grt_pass1_vias: 42661
  grt_pass1_wl_mm: 299
  antenna_found_initial: 10
  grt_overflow_total: 0
die:
  fp-utilization: 0.302
  die_w_um: 517
  die_area_mm2: 0.267
  io_pins: 26
  die_h_um: 517
  rows: 188
  core-area_mm2: 0.263
placed_design:
  port-buffer-count: 25
  place_ws_ns: 3.34
  dpl.hpwl_mm: 128
  gp_congestion: 0.882
  postPlaceCellArea_mm2: 0.0841
  dp_cells: 7864
clock_network:
  root_buffer: "clkbuf_16"
  postCtsHoldBufs: 0
  cts_buffers: 204
  clk_path_buf_depth: 3
  cts_sinks: 2056
  cts_tree: "built"
  clkLatencyLatePin_ns: 0.86
  cts_resized: 0
  postCtsSetupRepairBufs: 0
  clk_pin_slew_worst_paths_ns: 0.06
  htreeDepth: 4
pwr:
  fin_total_pwr_uw: 17500
  power_leakage_uw: 0.0302
  ir_worst_vdd_uv: 201
  p_per_area_mw_per_mm2: 193
worst_hold_path:
  holdCritPathClass: "register to register"
run:
  maxCapViolCount: 0
  log.warning_count: 26
run_status:
  status: "finished clean"
[stage by stage]
stage                     hold WS, ns  utilization
final                           0.924        0.345
after global routing             1.00        0.344
after CTS                       0.923        0.344
after detailed placement        0.908        0.320
after global placement          0.919        0.320
after floorplan                 0.786            -
[where the power goes]
| group | internal, uW | total, uW | switching (uW) | leakage [uW] |
|---|---|---|---|---|
| clock network | 4060 | 7270 | 3210 | 0.00316 |
| logic | 229 | 770 | 541 | 0.00854 |
| registers | 9410 | 9430 | 16.9 | 0.0185 |
[final cells by class]
class	instances	area, um^2
fill	24406	172000
sequential	2056	61700
multi-input combinational	2096	16400
clock buffer	249	5300
tap	3515	4400
timing repair buffer	196	1640
clock inverter	127	1160
antenna	9	22.5
inverter	1	3.75
[per-layer routing]
metal	GRT usage	vias to the layer above	routed length [um]
met1	0.192	20599	72300
met5	0.00415	-	171
met2	0.252	1982	97500
met3	0.111	370	30100
li1	-	18117	-
met4	0.0527	8	8120
[sequential cells by signal, indices dropped and copies added (netlist names)]
register / cells
mem: 2048
data_out: 8
[path summary, 6_finish.rpt]
kind	startpoint	end	slack [ns]	cells after the start
min	mem[181][0]$_DFFE_PP_	data_out[0]$_DFFE_PN_	0.92	6
max	address[1]	data_out[5]$_DFFE_PN_	4.01	11
min reg2reg	mem[181][0]$_DFFE_PP_	data_out[0]$_DFFE_PN_	0.92	6
max reg2reg	mem[18][3]$_DFFE_PP_	data_out[3]$_DFFE_PN_	7.41	6
[layout by cell type (no fill, tap or decap), drive strengths merged, types with 6 or more instances in the layout]
cell type and instances:
edfxtp 2056, mux4 7, nand2 100, nor4 121
mux2i 1010, bufinv 12, clkbuf 250, o22ai 505
inv 8, nand4 9, nor2 267, buf 180
clkinv 106, nor3b 6, a22oi 32, a21oi 7
clkdlybuf4s50 15, nand4bb 6, nand3 7, diode 9
[worst max-delay path, cell delays in order]
cell and delay, ns:
buf_16 0.41, buf_4 0.68, buf_4 0.70, buf_4 0.69, mux2i_1 0.29, o22ai_1 0.11, nor4_1 0.95, buf_4 0.24
nand2_1 0.11, a22oi_1 0.19, nand4_1 0.10
[cells by family (layout without fill, tap and decap cells)]
| kind of cell | after synthesis | count (layout) | synth area share |
|---|---|---|---|
| multiplexers | 1017 | 1017 | 0.129 |
| buffers and inverters | 267 | 573 | 0.0195 |
| AND/OR/NAND/NOR | 535 | 535 | 0.0317 |
| flip-flops | 2056 | 2056 | 0.776 |
| other | 0 | 9 | 0 |
| AND-OR/OR-AND | 544 | 544 | 0.0433 |
Power is estimated from default activity; no workload was simulated.
