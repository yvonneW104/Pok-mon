$ cat flow/run.sh
#!/bin/bash
# OpenROAD 26Q1-2900-gdf79404cd8, Yosys 0.63+post, stock flow scripts
make -C /OpenROAD-flow-scripts/flow DESIGN_CONFIG=/design/flow/config.mk WORK_HOME=/design/flow/orfs finish
$ cat flow/config.mk
export PLATFORM = sky130hd
export DESIGN_NAME = clock_divider
export DESIGN_NICKNAME = clock_divider
export VERILOG_FILES = /design/flow/design.v
export SDC_FILE = /design/flow/constraint.sdc
export NUM_CORES = 4
export LEC_CHECK = 1
export CORE_AREA = 10 10 101 101
export DIE_AREA = 0 0 111 111
$ cat flow/constraint.sdc
current_design clock_divider

set clk_period 5.4
set clk_io_pct 0.2

create_clock -name clk0 -period $clk_period [get_ports {clock}]

set non_clock_inputs [all_inputs -no_clocks]
set_input_delay [expr $clk_period * $clk_io_pct] -clock clk0 $non_clock_inputs
set_output_delay [expr $clk_period * $clk_io_pct] -clock clk0 [all_outputs]
$ cat flow/design.v
module DE1_SoC (CLOCK_50, KEY, LEDR, SW, GPIO_0, GPIO_1, VGA_HS, VGA_VS, VGA_R, VGA_G, VGA_B, VGA_SYNC_N, VGA_BLANK_N, VGA_CLK); 
	output [9:0] LEDR;
	input [9:0] SW;
	input [3:0] KEY;
	input CLOCK_50;
	input [35:0] GPIO_0;
	output [35:0] GPIO_1;
	output VGA_HS, VGA_VS;
	output VGA_CLK;
	output VGA_BLANK_N;
	output VGA_SYNC_N;
	output [7:0] VGA_R, VGA_G, VGA_B;
	wire [31:0] clk;
	wire SRAM_flag, send_bit_bsc1, send_bit_bsc2;
	wire [7:0] SRAM_data_in, SRAM_data_out, SRAM_address;
	wire [3:0] bic_in, bsc_in, bic_out, bsc_out;
	wire char_r, char_s;
	wire Load_flag, transmit_enable, GetStartBit, char_r_flag, char_s_flag;
	wire [7:0] outputData_fromMicroprocessor;
	wire [7:0] outputData_fromStoP;
	clock_divider clk_d(CLOCK_50, clk);
	mem m(CLOCK_50, SRAM_flag, SRAM_address, SRAM_data_in, SRAM_data_out);
	startBit_Detect startbit(.clk(clk[7]), .reset(SW[8]), .data_in(GPIO_0[0]), .bic(bic_in), .enable(GetStartBit));
	Serial2Parallel s2p(.clk(clk[7]), .reset(SW[8]), .data_in(GPIO_0[0]), .bsc(bsc_in), .bic(bic_in), .data_out(outputData_fromStoP));
	P_to_S ptos(.clk(clk[7]), .reset(SW[8]), .data_in(outputData_fromMicroprocessor), .load(Load_flag), .bsc(bsc_out), .bic(bic_out), .data_out(GPIO_1[0]));
	bic bic1(.out(bic_in), .clk(clk[7]), .rst(SW[8]), .enable(GetStartBit), .sample(bsc_in), .char_rs(char_r), .flag(char_r_flag));
	bsc bsc1(.out(bsc_in), .clk(clk[7]), .rst(SW[8]), .enable(GetStartBit));
	bic bic2(.out(bic_out), .clk(clk[7]), .rst(SW[8]), .enable(transmit_enable), .sample(bsc_out), .char_rs(char_s), .flag(char_s_flag));
	bsc bsc2(.out(bsc_out), .clk(clk[7]), .rst(SW[8]), .enable(transmit_enable));
	wire [11:0] enable;
	wire getAttack;
	wire [9:0] blood1, blood2, magic;
	wire [2:0] life;  
	wire [5:0] userin;
	GraphicDriver gd (CLOCK_50, SW[8], VGA_HS, VGA_VS, VGA_R, VGA_G, VGA_B, VGA_SYNC_N, VGA_BLANK_N, VGA_CLK, KEY[3:0], enable, getAttack, blood1, blood2, magic, life, userin);
 microprocessor u0 (
        .addr_export             (SRAM_address),              
        .charreceived_export     (char_r),      
        .charreceivedflag_export (char_r_flag),  
        .charsent_export         (char_s),          
        .charsentflag_export     (char_s_flag),      
        .clk_clk                 (CLOCK_50),                  
        .sram_data_in_export     (SRAM_data_in),              
        .flag_export             (SRAM_flag),              
        .load_export             (Load_flag),              
        .paralleldatai_export    (outputData_fromStoP),     
        .paralleldataled_export  (LEDR[7:0]),   
        .paralleldatao_export    (outputData_fromMicroprocessor),     
        .reset_reset_n           (SW[9]),            
        .transmitenable_export   (transmit_enable),    
        .userinput_export        (userin),          
		  .sram_data_out_export    (SRAM_data_out),      
		  .enable_enemy_export     (enable[11:6]),      
        .enable_self_export      (enable[5:0]),        
		  .current_hp_export       (blood2[7:0]),        
        .current_mp_export       (magic[7:0]),        
        .current_ehp_export      (blood1[7:0]),       
        .life_export             (life),               
		  .get_attacked_export     (getAttack)       
    );
endmodule
module clock_divider (clock, divided_clocks);
	input clock;
	output [31:0] divided_clocks;
	reg [31:0] divided_clocks;
	initial
	divided_clocks = 0;
	always @(posedge clock)
	divided_clocks = divided_clocks + 1;
endmodule
==> impl_metrics.py <==
# Generated from Yosys and OpenROAD reports
metrics = {
    "route": {
        "drt_iter0_drc": 11,
        "antenna_cells": 0,
        "num_vias": 959,
        "wl_um": 3060,
        "wl_per_cell_um": 11.4,
        "drc": 0,
        "ant_nets": 0,
        "dr.pass1.iters": 3,
        "vias_per_cell": 3.58,
    },
    "grt": {
        "grt_pass1_vias": 962,
        "antenna_found_initial": 0,
        "overflow": 0,
        "grt_pass1_wl_um": 5110,
        "grt_max_degree": 12,
        "grt_use_total_pct": 4.93,
    },
    "run": {
        "maxCapViolations": 0,
        "tool_warnings": 25,
    },
    "setup_path": {
        "worst-path-max-fanout": 6,
        "cp.required_ns": 4.32,
        "crit_chain": "clkdlybuf4s50_1",
        "worst-endpoint-arrival_ns": 1.25,
        "cpPeakStageDelay_ns": 0.53,
        "cp_num_buf_inv": 1,
        "start_kind": "flop",
        "cp-end-kind": "output port",
        "crit_type": "flop to output port",
        "timing.critical_path.slowest_stage_cell": "clkdlybuf4s50_1",
        "cp_top_family": "buffers and inverters",
    },
    "floorplanning": {
        "core_area_um2": 8130,
        "pin_count": 33,
        "die_w_um": 111,
        "die_area_um2": 12300,
        "core_util_floorplan_pct": 16.2,
        "die_height_um": 111,
        "rows": 33,
    },
    "power": {
        "seq_power_share_pct": 50.8,
        "switching_share_pct": 19.8,
        "power_mw": 0.464,
        "p_int_mw": 0.372,
        "power_density_nw_per_um2": 250,
        "p_leak_nw": 0.713,
        "pwr-share-comb_pct": 0,
        "ir_worst_vdd_v": 0.000109,
        "power_frac_clock_pct": 49.2,
        "p_sw_mw": 0.0917,
    },
    "final_layout": {
        "final_area_um2": 1860,
        "final_util_pct": 22.8,
        "instances_no_fill": 268,
        "syn2layout_area_growth_pct": 40.8,
        "largest_reg_flops": 32,
        "drive_above_1_share_pct": 11.0,
    },
    "timing": {
        "clock.fmax_mhz": 429,
        "period_minus_slack_ns": 2.33,
        "hold_viol_final": 0,
        "hold_slack_ns": 0.450,
        "worst_pin_slew_ns": 0.590,
        "setup_slack_ns": 3.07,
        "fin_worst_skew_ns": 0.00427,
        "maxSlewHeadroom_pct": 60.5,
        "fin_crit_sh_pct": 43.2,
        "drv_slew": 0,
        "setup_viol_count_final": 0,
        "rsz0062_at_grt": "no",
        "fin_setup_tns_ns": 0,
    },
    "clocking": {
        "cts-htree-levels": 2,
        "clk_path_buf_depth": 2,
        "cts_hold_buf": 0,
        "cts_setup_buffers": 0,
        "clk_latency_ns": 0.28,
        "cts_buffers": 5,
        "cts.repair.resized": 0,
        "cts_tree": "yes",
        "clk_pin_slew_ns": 0.07,
        "clock-sinks": 32,
        "cts_root_buf": "clkbuf_8",
    },
    "yosys": {
        "ys_seq_share_pct": 48.6,
        "flop_cell": "dfxtp_1",
        "netlist_instances": 127,
        "yosys.area.top_type": "dfxtp_1",
        "ys_async_sr_fraction_pct": 0,
        "top_cell_area_share_pct": 48.6,
        "yosysChipArea_um2": 1320,
        "ys.flops": 32,
        "enable_flop_cells": 0,
        "synth_area_um2": 1320,
        "top_cells_by_count": "dfxtp_1, xor2_1, nand3_1, xnor2_1, nand2_1",
        "synth_warnings": 1,
        "top_cell": "dfxtp_1",
        "area_leaders": "dfxtp_1, xor2_1, xnor2_1",
        "syn_avg_cell_area_um2": 10.4,
        "ys_types": 24,
        "ys_cells": 127,
    },
    "outcome": {
        "status": "completed",
    },
    "placed_design": {
        "place.gp.congestion": 0.691,
        "io_buffers": 32,
        "place_area_um2": 1750,
        "place_inst": 260,
        "pre_cts_slack_ns": 3.36,
        "dpl.hpwl_um": 2260,
    },
    "worst_hold_path": {
        "hp-class": "flop to flop",
    },
}
## path summary, 6_finish.rpt
kind	start	endpoint	slack, ns	cells after the start
hold reg to reg	divided_clocks[0]	divided_clocks[0]	0.45	1
setup / recovery	divided_clocks[7]	divided_clocks[7]	3.07	1
hold / removal	divided_clocks[0]	divided_clocks[0]	0.45	1
setup reg to reg	divided_clocks[0]	divided_clocks[30]	3.53	5
## power by group through the flow
stage	registers, mW	clock network (mW)	logic (mW)
final	0.236	0.228	0.000000401
after global routing	0.236	0.246	0.000000401
after CTS	0.236	0.238	0.000000401
## placed cells by master (no fill, tap or decap), drive strengths merged
| master | instances |
|---|---|
| and3 | 2 |
| nand4 | 3 |
| dfxtp | 32 |
| and4 | 4 |
| clkinv | 1 |
| nand3 | 12 |
| nor3 | 4 |
| xnor2 | 10 |
| nor3b | 1 |
| clkinvlp | 1 |
| nor4 | 10 |
| bufinv | 1 |
| nand2b | 1 |
| xor2 | 20 |
| or2 | 1 |
| inv | 5 |
| nand2 | 9 |
| clkbuf | 5 |
| clkdlybuf4s50 | 32 |
| nor2 | 6 |
| or3 | 2 |
| ha | 1 |
## layer usage
| layer | track usage [%] | share of wire [%] | vias up |
|---|---|---|---|
| met5 | 0 | 0 | - |
| met4 | 0.521 | 0.29 | 0 |
| met1 | 6.33 | 47 | 431 |
| met2 | 6.92 | 40 | 26 |
| li1 | - | - | 500 |
| met3 | 3.28 | 12 | 2 |
## cells by family after synthesis
logic type	after synthesis	share of synthesized area (%)
buffers and inverters	9	3.32
XOR/XNOR	30	19.9
flip-flops	32	48.6
adder cells (fa/ha/maj)	1	0.949
AND/OR/NAND/NOR	55	27.2
## area by class of cell
cell class	instances	area (µm²)
inverters	5	18.8
clock inverters	3	42.5
clock buffers	5	68.8
flip-flops and latches	32	641
repair buffers	32	320
well taps	105	131
fillers	874	6280
multi-input cells	86	634
No activity file was given, so power comes from the tool's default toggle rates.
